File: flow/config.mk
export PLATFORM = sky130hd
export DESIGN_NAME = mux8
export DESIGN_NICKNAME = mux8
export VERILOG_FILES = /design/flow/design.v
export SDC_FILE = /design/flow/constraint.sdc
export NUM_CORES = 4
export LEC_CHECK = 1
export CORE_AREA = 10 10 78 78
export DIE_AREA = 0 0 88 88
File: flow/constraint.sdc
current_design mux8

set clk_period 2.5
set clk_io_pct 0.2

create_clock -name clk0 -period $clk_period

set non_clock_inputs [all_inputs -no_clocks]
set_input_delay [expr $clk_period * $clk_io_pct] -clock clk0 $non_clock_inputs
set_output_delay [expr $clk_period * $clk_io_pct] -clock clk0 [all_outputs]
File: flow/design.v
module mux8#(parameter DATA_SIZE = 8)
       (input [7:0][DATA_SIZE-1:0] in, input [2:0] sel, output [DATA_SIZE-1:0] out);
    reg [DATA_SIZE-1:0] outReg;
    assign out = outReg;
    always @* begin
        outReg = in[sel];
    end
endmodule
File: flow/run.sh
#!/bin/bash
# OpenROAD 26Q1-2900-gdf79404cd8, Yosys 0.63+post, stock flow scripts
make -C /OpenROAD-flow-scripts/flow DESIGN_CONFIG=/design/flow/config.mk WORK_HOME=/design/flow/orfs finish
==> CHANGELOG.md <==
### Implementation results

- Outcome: complete, no violations
- Post-synth cell types: 8
- Crit path kind: in2out
- Mean Syn Cell Area: ~19 µm²
- Clock buf count: 0
- Crit-path max FO: 1
- Starting DRT DRC Count: 14
- Finished Layout Cells: about 160
- I/O pins: 75
- DIE HEIGHT: 88 µm
- First drt pass iteration count: 4
- Worst path required time: roughly 2.0 ns
- Yosys warnings: 1
- Detailed placement HPWL: about 2500 µm
- Combinational share of power: 1.000
- Fin crit period: 2.40 ns
- Worst Path Buf+Inv: 2
- Net Switching: 47.9 µW
- Total negative setup slack: 0 ns
- Final slew viol count: 0
- Worst-path cell with the longest stage delay: mux4_2
- Core Footprint: approximately 4400 µm²
- Vias in the first global route: approximately 790
- Syn Inst Count: 29
- Final hold violations: 0
- IO buf count: 75
- Final Util: 0.309
- DRC viols: 0
- RSZ-0062 raised after global routing: false
- Area grow syn2layout: 148%
- Hold WC Path Type: in2out
- Largest net degree at the start of global routing: 9
- Fp_density: 0.125
- Worst-Margin Slew: between 0.15 and 0.2 ns
- Final GP Congestion: ~0.7
- Flops: 0
- Crit end category: output pin
- Die area: approximately 7700 µm²
- Total GRT Usage: 0.0762
- Worst-path cell chain: clkdlybuf4s50_1 -> mux4_2 -> mux2_2 -> dlygate4sd2_1
- DR WL/cell: approximately 19 µm
- OpenROAD warnings: 32
- Highest Clock Rate: between 400 and 500 MHz
- GRT overflow: 0
- Crit path max-delay family: multiplexers
- Switching share of power: 0.211
- IR drop worst, VDD: 0.0625 mV
- Critical path arrival: between 1.5 and 2 ns
- Leak: just over 0.0005 µW
- Dpl ws: -0.448 ns
- Pwr/cell area: ~170 nW/µm²
- # Cells Yosys: 29
- Initial antenna violation count: 0
- Share of cells above drive strength 1: 0.295
- Final Cycle Share: 0.960
- Crit-path max cell delay: ~0.47 ns
- Clk pwr share: 0
- Synthesized cell area: approximately 550 µm²
- Post-synth area from yosys stat: roughly 550 µm²
- # setup viols final: 0
- Max-Slew Margin vs Limit: 0.899
- DRT Wirelength: between 2000 and 3000 µm
- Inserted Diodes: 0
- Die W: between 80 and 90 µm
- Pint: approximately 180 µW
- Placed cell count: ~160
- Seq pwr share: 0
- DR vias/cell: approximately 4.2
- FP Rows: 24
- Vias: around 660
- Final antenna-violating net count: 0
- First-pass GRT wire length: ~4500 µm
- Storage cell area: 0 µm²
- Seq share, synth: 0
- Worst setup margin: between 0.09 and 0.1 ns
- Number of max-cap violations: 0
- Post-CTS Hold Buffers: 0
- Worst Setup Start Kind: primary input
-- power groups by stage --
stage	Clock [µW]	Combinational (µW)	Sequential, µW
final	0	227	0
after global routing	0	243	0
after CTS	0	231	0
-- Yosys cell counts --
library cell	count	area [µm²]
buf_6	1	11.3
mux2_2	8	90.1
buf_2	1	5.00
clkbuf_1	1	3.75
mux4_1	15	394
mux4_2	1	22.5
buf_1	1	3.75
buf_12	1	20.0
-- what timing repair did --
item | 4_1_cts | 5_1_grt
resized | 37 | 0
setup endpoints to repair | 8 | 0
buffers inserted | 0 | 0
-- worst paths after layout --
kind	from	to	cells past startpoint
setup / recovery	in[59]	out[3]	4
hold / removal	sel[0]	out[7]	5
-- placed cells by master, fill, tap and decap left out --
| cell type | synthesis | final |
|---|---|---|
| buf_8 | 0 | 2 |
| clkdlybuf4s15_1 | 0 | 1 |
| buf_12 | 1 | 1 |
| bufbuf_16 | 0 | 1 |
| buf_4 | 0 | 2 |
| buf_2 | 1 | 1 |
| dlygate4sd2_1 | 0 | 8 |
| mux2_2 | 8 | 4 |
| mux2_4 | 0 | 4 |
| clkdlybuf4s50_1 | 0 | 65 |
| mux4_2 | 1 | 16 |
-- per-stage QoR --
step,power [µW],hold slack (ns),instance area (µm²)
after floorplan,69.8,1.29,551
after CTS,231,1.83,1360
after global routing,243,1.87,1360
final,227,1.81,1360
after detailed placement,217,2.24,1370
after global placement,216,2.26,1370
-- kinds of logic (layout without fill, tap and decap cells) --
family                 Yosys count  count (layout)  share of synthesized area
multiplexers                    24              24                      0.920
buffers and inverters            5              81                     0.0795
-- area by class of cell --
cell class / count / area, µm²
fillers: 447 / 3050
repair buffers: 81 / 833
multi-input cells: 24 / 465
well taps: 52 / 65.1
-- routing by layer --
metal,track usage,wire (µm),share of wire,up-vias
met1,0.0963,1130,0.38,315
met2,0.128,1510,0.51,49
li1,-,-,-,292
met3,0.0299,306,0.10,0
met4,0,0,0,0
met5,0,0,0,-
Power figures rest on the tool's default switching activity, not on a simulated workload.
