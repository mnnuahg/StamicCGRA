<file path="flow/run.sh">
#!/bin/bash
# OpenROAD 26Q1-2900-gdf79404cd8, Yosys 0.63+post, stock flow scripts
make -C /OpenROAD-flow-scripts/flow DESIGN_CONFIG=/design/flow/config.mk WORK_HOME=/design/flow/orfs finish
</file>
<file path="flow/config.mk">
export PLATFORM = sky130hd
export DESIGN_NAME = decrease
export DESIGN_NICKNAME = decrease
export VERILOG_FILES = /design/flow/design.v
export SDC_FILE = /design/flow/constraint.sdc
export NUM_CORES = 4
export LEC_CHECK = 1
export CORE_AREA = 10 10 70 70
export DIE_AREA = 0 0 80 80
</file>
<file path="flow/constraint.sdc">
current_design decrease

set clk_period 2.5
set clk_io_pct 0.2

create_clock -name clk0 -period $clk_period

set non_clock_inputs [all_inputs -no_clocks]
set_input_delay [expr $clk_period * $clk_io_pct] -clock clk0 $non_clock_inputs
set_output_delay [expr $clk_period * $clk_io_pct] -clock clk0 [all_outputs]
</file>
<file path="flow/design.v">
module decrease#(parameter DATA_SIZE = 8)
                (input [DATA_SIZE-1:0] in, output [DATA_SIZE-1:0] out);
    reg [DATA_SIZE-1:0] outReg;
    assign out = outReg;
    always @* begin
        outReg = in-1;
    end
endmodule
</file>
==> run notes <==
The layout was made with Yosys and OpenROAD.

The cell area that synthesis handed to floorplanning was 146 um^2. The maximum fanout count along the critical path is 3. The final timing report counts setup violations totalling 0. The routed design shows a via density per instance of 2.07. The chip occupies 6400 um^2. Compared with the post-synthesis result, the final layout area differs by 185%.

The highest clock rate is 0.410 GHz. For reference, the post-synthesis area per instance comes to 8.13 um^2. The final critical-path required period is 2440 ps.

Entering global routing, the biggest net connects 5 pins. The top cell types in the final layout, fill and taps aside, are clkdlybuf4s50_1 (10), buf_4 (5), xor2_1 (4). The footprint of the multi-input gates is 148 um^2.

Checking max transition, the worst relative margin is 0.843. During I/O placement, the number of pins put on the boundary was 16. The number of distinct library cell variants in the gate-level netlist after synthesis is 10. According to the floorplan report, the die width is 80 um.

The total vias in the final route is 176. The final tally of hold violations is 0. The sequential area share after synthesis is 0. The post-CTS setup buffer count is 0.

The synthesized instance count is 18. The count of buffers inserted at the top-level ports is 16. The finished layout holds 85 standard cells, fillers aside. The placed instance count is 85.

The final weighted congestion recorded by global placement is 0.731. The final antenna diode tally reported by the flow is 0. The script computed the net switching share of total power as 0.324. The worst setup path is captured at an output port. The count of nets left with antenna violations once routing finished came out at 0. Per the final layout report, the fraction of cells sized above drive strength 1 comes to 0.308.

Summing over the stages, the warning tally comes to 32. The initial cell density of the core is 0.0429. Setup total negative slack on the finished layout was measured at 0 ps. The clock network power share is 0. The script extracted a net switching power of 0.0177 mW. The final tally of max-slew violations is 0. Setup repair after global routing left no endpoint under its margin.

The placeable core region is 3420 um^2. The launching element of the worst setup path is in[4]. The dominant logic cell type in the layout is clkdlybuf4s50_1. The power report attributes to the combinational group a share of 1.000.

The wire-length estimate of the detail-placed layout is 547 um. Hold repair after CTS inserted 0 buffers. The global-route total usage across every layer is 0.0180. The worst hold-check path type is primary input to output port. Power spread over the standard cell area amounts to 131 nW/um^2. The post-detailed-routing wire length is 624 um. The number of DRC violations after detailed-routing iteration 0 is 2.

The area of the synthesized netlist per yosys stat is 146 um^2. The arrival time of the worst setup path is 1940 ps. The category of the most critical setup path is primary input to output port.

In the final layout, the fill cell count is 400. For this run, the number of Yosys warnings is 1. The number of global-route vias before repair is 190. Row generation in the floorplan step produced 21 rows. The tightest hold margin is 1520 ps. The area of all sequential standard cells is 0 um^2. In the finished design the tool counted flip-flops and latches totalling 0. The kind of start point of the critical path is a primary input. The post-route DRC violation count is 0. The first global-routing pass estimated 952 um of wire. The flow ran to the end, and the final reports show no timing, DRC or antenna violations. In the power breakdown, the internal column shows 0.0370 mW.

The cell total in the yosys stat output is 18. Across the run, the number of max-cap violations was 0. The per-cell routed wire length is 7.34 um. The final timing summary puts the cycle share of the worst path at 0.976. The power report attributes to the sequential group a share of 0. The capture point of the critical path was reported as out[5]. The number of antenna violations at the first check in global routing was 0. The leakage power of the design is 0.186 nW. Before antenna repair, the detailed router went through 2 iterations. The actual transition at the worst max-transition pin is 235 ps. Measured along the y axis, the die boundary spans 80 um. The leftover overflow at the end of global routing is 0.

The worst supply voltage drop on vdd is 0.0000511 V. After layout, the clock buffer instance count stands at 0. Data on the critical path is required at its endpoint by 2000 ps.
per-stage QoR:
step	area, um^2	power (mW)	utilization	setup WS (ps)
after floorplan	146	0.0112	-	936
after global placement	402	0.0551	0.118	-87.0
after detailed placement	402	0.0556	0.118	-87.5
after CTS	410	0.0567	0.120	13.2
after global routing	418	0.0604	0.122	25.9
final	418	0.0547	0.122	59.9
per-layer routing:
layer / GRT usage / up-vias / wire (um)
li1: - / 98 / -
met5: 0 / - / 0
met4: 0 / 0 / 0
met2: 0.0201 / 15 / 141
met3: 0.0170 / 0 / 177
met1: 0.0250 / 63 / 306
critical path: stages:
cell and delay [ps]:
clkdlybuf4s50_1 500, nor2_1 220, nand2_1 100, xnor2_1 140, clkdlybuf4s50_1 480
layout make-up:
class | instances | area share
Inverter | 3 | 0.0269
Multi-Input combinational cell | 15 | 0.353
Tap cell | 46 | 0.138
Timing Repair Buffer | 21 | 0.482
worst min path at each step:
stage     start     end  slack (ps)  cells after the start
6_report  in[3]  out[6]        1520                      4
5_1_grt   in[3]  out[6]        1600                      4
4_1_cts   in[7]  out[7]        1770                      3
kinds of logic after synthesis:
| group | Yosys count | share of synthesized area |
|---|---|---|
| simple gates | 8 | 0.479 |
| xor+xnor | 6 | 0.359 |
| buf+inv | 3 | 0.0769 |
| fa+ha+maj | 1 | 0.0855 |
cells in the mapped netlist:
library cell | number | area (um^2)
nand2b_4 | 1 | 13.8
nor4_4 | 1 | 21.3
xnor2_1 | 2 | 17.5
inv_1 | 3 | 11.3
nand2_1 | 1 | 3.75
nor2_1 | 3 | 11.3
xor2_1 | 4 | 35.0
ha_1 | 1 | 12.5
nor3_2 | 1 | 10.0
nand3_2 | 1 | 10.0
power by group through the flow:
stage         logic (mW)  clock network (mW)  registers [mW]
CTS               0.0567                   0               0
global route      0.0604                   0               0
finish            0.0547                   0               0
timing repair:
| item | in CTS | in global routing |
|---|---|---|
| pin swaps | 2 | 2 |
| endpoints found under the setup margin | 6 | 3 |
| gates resized | 7 | 3 |
| endpoints found under the hold margin | 0 | 0 |
No activity file was given, so power comes from the tool's default toggle rates.
