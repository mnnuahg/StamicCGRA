**./config.mk**
```make
export PLATFORM = sky130hd
export DESIGN_NAME = mux12
export DESIGN_NICKNAME = mux12
export VERILOG_FILES = /design/flow/design.v
export SDC_FILE = /design/flow/constraint.sdc
export NUM_CORES = 4
export LEC_CHECK = 1
export CORE_AREA = 10 10 78 78
export DIE_AREA = 0 0 88 88
```
**./constraint.sdc**
```tcl
current_design mux12

set clk_period 4.4
set clk_io_pct 0.2

create_clock -name clk0 -period $clk_period

set non_clock_inputs [all_inputs -no_clocks]
set_input_delay [expr $clk_period * $clk_io_pct] -clock clk0 $non_clock_inputs
set_output_delay [expr $clk_period * $clk_io_pct] -clock clk0 [all_outputs]
```
**./design.v**
```verilog
module mux12#(parameter DATA_SIZE = 8)
       (input [7:0][DATA_SIZE-1:0] in0_7,
        input [DATA_SIZE-1:0] in8,
        input [DATA_SIZE-1:0] in9,
        input [DATA_SIZE-1:0] in10,
        input [DATA_SIZE-1:0] in11, 
        input [3:0] sel, output [DATA_SIZE-1:0] out);
    reg [DATA_SIZE-1:0] outReg;
    assign out = outReg;
    always @* begin
        if (sel[3] == 0)
            outReg = in0_7[sel];
        else if (sel == 8)
            outReg = in8;
        else if (sel == 9)
            outReg = in9;
        else if (sel == 10)
            outReg = in10;
        else
            outReg = in11;
    end
endmodule
```
**./run.sh**
```bash
#!/bin/bash
# OpenROAD 26Q1-2900-gdf79404cd8, Yosys 0.63+post, stock flow scripts
make -C /OpenROAD-flow-scripts/flow DESIGN_CONFIG=/design/flow/config.mk WORK_HOME=/design/flow/orfs finish
```
==> results.sh <==
# implementation run metrics
export IMPL_fmax_mhz=254.7
export IMPL_hold_viol=0
export IMPL_flop_area_um2=0
export IMPL_slew_headroom_pct=57.29
export IMPL_grt_pass1_vias=1462
export IMPL_wirelength_mm=4.833
export IMPL_crit_fanout=16
export IMPL_instances_no_fill=263
export IMPL_crit_path_end_kind="primary output"
export IMPL_worst_pin_slew_ns=0.6407
export IMPL_path_buffers=2
export IMPL_final_layout_top_logic_cell="clkdlybuf4s50_1"
export IMPL_layout_top_cells="107 x clkdlybuf4s50_1, 24 x mux2i_1, 16 x a221oi_1, 9 x nor2b_1, 9 x inv_1"
export IMPL_place_gp_congestion=0.8623
export IMPL_crit_type="primary input to primary output"
export IMPL_finalSetupViolations=0
export IMPL_syn2layout_area_growth_pct=107.7
export IMPL_grt_use_total_pct=11.89
export IMPL_grt_pass1_wl_mm=7.472
export IMPL_viasPerCell=5.141
export IMPL_dp_hpwl_mm=4.132
export IMPL_slowest_stage="clkdlybuf4s50_1"
export IMPL_startpoint_type="primary input"
export IMPL_avgRoutedWirePerCell_um=18.38
export IMPL_syn_area_per_cell_um2=8.881
export IMPL_antenna_found_initial=0
export IMPL_portBuffers=108
export IMPL_tns_ns=0
export IMPL_dr_pass1_iters=4
export IMPL_yosysWarnings=1
export IMPL_postCtsHoldBufs=0
export IMPL_powerDensity_mw_per_mm2=92.69
export IMPL_post_cts_setup_buffer_count=0
export IMPL_dr_first_iter_drc_count=133
export IMPL_core_region_area_mm2=0.004414
export IMPL_dieArea_mm2=0.007744
export IMPL_worstPathArrival_ns=3.05
export IMPL_fp_dieH_um=88
export IMPL_path_common_cell="clkdlybuf4s50_1"
export IMPL_synth_cells=112
export IMPL_warnings=32
export IMPL_yosysTopAreaCell="mux2i_1"
export IMPL_synth_top_cell_area_share_pct=24.15
export IMPL_grt_overflow_total=0
export IMPL_ant_nets=0
export IMPL_fin_crit_sh_pct=89.23
export IMPL_slowest_delay_ns=0.67
export IMPL_yosys_area_um2=994.7
export IMPL_nClkBuffers=0
export IMPL_syn_area_um2=994.7
export IMPL_ys_seq_share_pct=0
export IMPL_io_pins=108
export IMPL_ff_count=0
export IMPL_antenna_cells_inserted=0
export IMPL_cts_resized_gates=0
export IMPL_drive_gt1_share_pct=5.687
export IMPL_fp_util_pct=22.53
export IMPL_placementRows=24
export IMPL_status="finished, final reports clean"
export IMPL_synth_cell_types=17
export IMPL_drc=0
export IMPL_place_inst=263
export IMPL_vias=1352
export IMPL_drv_cap=0
export IMPL_rsz0062_at_grt="no"
export IMPL_leakage_uw=0.0008050
export IMPL_die_x_um=88
export IMPL_min_path_type="primary input to primary output"
export IMPL_ir_drop_v=0.00004020
export IMPL_worstPathCellList="clkdlybuf4s50_1, nor2_2, a221oi_1, a22o_1, clkdlybuf4s50_1"
export IMPL_crit_family="buffers and inverters"
export IMPL_grt_max_degree=30
export IMPL_area_leaders="mux2i_1 24%, a221oi_1 14%, mux4_2 14%"
export IMPL_cp_required_ns=3.52
export IMPL_ys_cells=112
export IMPL_fin_crit_ns=3.926
export IMPL_drv_slew=0
## per-stage QoR
stage | setup slack (ns) | instance area, um^2 | hold WS (ns) | total power, uW | utilization (%)
6_report | 0.4740 | 2066 | 2.958 | 191.5 | 46.80
5_1_grt | 0.3031 | 2066 | 3.004 | 206.8 | 46.80
4_1_cts | 0.4797 | 2066 | 2.975 | 193.2 | 46.80
3_5_place_dp | 0.4905 | 2066 | 2.967 | 192.4 | 46.80
3_3_place_gp | 0.5001 | 2066 | 2.964 | 190.9 | 46.80
2_1_floorplan | 1.628 | 994.7 | 2.011 | 75.07 | -
## per-layer routing
| metal | up-vias | track usage, % | part of all wire, % |
|---|---|---|---|
| met5 | - | 0 | 0 |
| met4 | 0 | 0.1449 | 0 |
| met3 | 0 | 4.677 | 14 |
| met2 | 94 | 17.26 | 40 |
| met1 | 605 | 17.28 | 46 |
| li1 | 653 | - | - |
## synth_stat cells
library cell / count
a22o_1: 8
buf_1: 1
nor4b_1: 8
mux4_2: 6
buf_4: 1
mux2i_1: 24
nor2b_1: 9
o21ai_0: 8
buf_12: 2
mux4_1: 2
clkbuf_1: 2
nand2b_1: 8
inv_1: 9
buf_2: 6
nor2_2: 1
a221oi_1: 16
buf_6: 1
## worst paths after layout
path,startpoint,end,cells after the start,slack [ns]
setup / recovery,sel[2],out[3],5,0.47
hold / removal,in11[5],out[5],5,2.96
## kinds of logic (layout without fill, tap and decap cells)
family                 after synthesis  count (layout)  synth area share [%]
AOI/OAI and AO/OA                   32              32                 25.16
muxes                               32              32                 43.02
buffers and inverters               22             121                 13.46
and+or+nand+nor                     26              26                 18.37
## layout make-up
cell class	count	area, um^2
fillers	393	2349
multi-input cells	90	860.8
repair buffers	112	1106
inverters	9	33.78
well taps	52	65.06
## report_power, final
part | internal, uW | switching, uW | leakage (uW)
clock | 0 | 0 | 0
sequential | 0 | 0 | 0
combinational | 135 | 56.9 | 0.000805
Power and IR drop assume default switching activity.
